==> /design/flow/design.v <==
`default_nettype none
`timescale 1ns/1ns
module alu (
    input wire clk,
    input wire reset,
    input wire enable,  
    input reg [2:0] core_state,
    input reg [1:0] decoded_alu_arithmetic_mux,
    input reg decoded_alu_output_mux,
    input reg [7:0] rs,
    input reg [7:0] rt,
    output wire [7:0] alu_out
);
    localparam ADD = 2'b00,
        SUB = 2'b01,
        MUL = 2'b10,
        DIV = 2'b11;
    reg [7:0] alu_out_reg;
    assign alu_out = alu_out_reg;
    always_ff @(posedge clk) begin 
        if (reset) begin 
            alu_out_reg <= 8'b0;
        end else if (enable) begin
            if (core_state == 3'b101) begin 
                if (decoded_alu_output_mux == 1) begin 
                    alu_out_reg <= {5'b0, (rs - rt > 0), (rs - rt == 0), (rs - rt < 0)};
                end else begin 
                    unique case (decoded_alu_arithmetic_mux)
                        ADD: begin 
                            alu_out_reg <= rs + rt;
                        end
                        SUB: begin 
                            alu_out_reg <= rs - rt;
                        end
                        MUL: begin 
                            alu_out_reg <= rs * rt;
                        end
                        DIV: begin 
                            alu_out_reg <= rs / rt;
                        end
                        default: begin end
                    endcase
                end
            end
        end
    end
endmodule: alu
==> /design/flow/run.sh <==
#!/bin/bash
# OpenROAD 26Q1-2900-gdf79404cd8, Yosys 0.63+post, stock flow scripts
make -C /OpenROAD-flow-scripts/flow DESIGN_CONFIG=/design/flow/config.mk WORK_HOME=/design/flow/orfs finish
==> /design/flow/config.mk <==
export PLATFORM = sky130hd
export DESIGN_NAME = alu
export DESIGN_NICKNAME = alu
export VERILOG_FILES = /design/flow/design.v
export SDC_FILE = /design/flow/constraint.sdc
export NUM_CORES = 4
export LEC_CHECK = 1
export CORE_UTILIZATION = 30
==> /design/flow/constraint.sdc <==
current_design alu

set clk_period 15.5
set clk_io_pct 0.2

create_clock -name clk0 -period $clk_period [get_ports {clk}]

set non_clock_inputs [all_inputs -no_clocks]
set_input_delay [expr $clk_period * $clk_io_pct] -clock clk0 $non_clock_inputs
set_output_delay [expr $clk_period * $clk_io_pct] -clock clk0 [all_outputs]
==> out/metrics.sh <==
NUMBER_OF_FLIP_FLOPS_UNDER_THE_LARGEST_REGISTER_NAME=8
LEAKAGEPOWER_nW=1.82
SETUP_TNS_PS=0
POST-PLACE-CELLS=626
NET-SWITCHING-POWER_mW=0.111
GRT_PASS1_VIAS=3189
ROUTE.VIAS.TOTAL=3285
FINAL-SETUP-VIOL-COUNT=0
CTS-BUFFERS-INSERTED=3
SYNTH.YOSYS.WARNINGS=1
SYNTH_SEQUENTIAL_AREA_RATIO=0.0442
CRIT_PATH_ARRIVAL_TIME_PS=14540
DOMINANT_CELL_AREA_SHARE=0.256
FLOORPLANUTILIZATION=0.312
OVERFLOW=0
AREA.GROWTH.SYNTH_TO_FINAL_PCT=14.3
END_KIND='flop'
FP.DIEH_UM=112
ROWS=39
MET2_WIRELENGTH_UM=4490
DIE_AREA_MM2=0.0125
CLOCK.LATENCY.LATE_PIN_PS=230
FINALCRITPERIODSHARE=0.931
WORST_PATH_MAX_DELAY_CELL='sky130_fd_sc_hd__clkdlybuf4s50_1'
CRITICAL_PATH.MOST_COMMON_CELL='sky130_fd_sc_hd__ha_1'
PLACE.GP.CONGESTION=0.940
SYNTH-EDFF-COUNT=0
DRT_ITER0_DRC=176
CRIT_TYPE='in2reg'
WHS_PATH_DEPTH=2
CRITPATHMAXFANOUT=12
POST_CTS_RESIZE_COUNT=0
YOSYS_MOST_USED_DFF='sky130_fd_sc_hd__dfxtp_1'
SYNTHDISTINCTLIBCELLS=60
FILLCELLCOUNT=1211
ROUTED_WIRE_LENGTH_PER_INSTANCE_UM=15.9
COMB_POWER_SHARE=0.744
SLOWEST_STAGE_DELAY_ON_CRITICAL_PATH_PS=810
NUMBER_OF_CELLS_ON_THE_WORST_REG_TO_REG_PATH=4
POST-ROUTE-DRC-COUNT=0
SYNTH.FF_LATCH_COUNT=8
CP-START-KIND='input port'
MAXUSEDROUTINGLAYER='met4'
WORST_SLEW_MARGIN_REL=0.490
FINCLKSKEW_PS=0
BOUNDARYPINS=33
LAY_TOP_COUNT='sky130_fd_sc_hd__ha_1'
DRT_WL_TOTAL_UM=9970
SYNTHCELLS=466
STATUS='finished clean'
MAXIMUM_NUMBER_OF_PINS_ON_ONE_NET_BEFORE_GLOBAL_ROUTE_REPAIR=20
TIMING_HOLD_VIOLATIONS_FINAL=0
DRT-VIAS-PER-INSTANCE=5.22
P_INT_mW=0.140
PORTBUFFERS=32
HP-CLASS='reg2reg'
DRV.MAX_CAP_VIOLATION_COUNT=0
PLACE_HPWL_UM=8150
INITIAL_ANTENNA_VIOLATION_COUNT=0
RSZ_0062_RAISED_AFTER_GLOBAL_ROUTING='false'
WORSTMARGINPINSLEW_PS=765
ROUTEDLENGTHMET1_UM=5060
DRT_FIRST_PASS_ITERS=18
DETAIL-ROUTE-ANTENNA-NETS=0
CTS_SETUP_BUFFERS=0
CORE_MM2=0.0116
N_ANTENNA_CELL=0
FMAX_GHz=0.0693
CTS.SINKS=8
SYNTH-ASYNC-RESET-RATIO=0
NETLIST.TOP_CELL.BY_AREA='sky130_fd_sc_hd__ha_1'
CLOCK_TREE_FROM_TRITONCTS='yes'
FINAL_LAYOUT_TOP_LOGIC_CELLS='74 x sky130_fd_sc_hd__ha_1, 45 x sky130_fd_sc_hd__nor2_1, 44 x sky130_fd_sc_hd__inv_1, 33 x sky130_fd_sc_hd__xnor2_1'
FINAL-MAX-SLEW-VIOLATION-COUNT=0
POST_SYNTH.CELL_AREA_AVG_UM2=7.78
HTREEDEPTH=1
POST_SYNTH_INSTANCE_AREA_MM2=0.00362
OPENROAD.WARNINGS=33
GROUTE.USAGE.OVERALL=0.171
YS_AREA_MM2=0.00362
REQUIRED_PS=15620
CLK_TRANSITION_REPORTED_PATHS_PS=40
SEQPWRFRAC=0.085
DRIVE_ABOVE_1_SHARE=0.0514
GRT_PASS1_WL_UM=16800
POWER.SWITCHING_FRACTION=0.442
SYNTHTOPCELLSBYAREA='sky130_fd_sc_hd__ha_1 26%, sky130_fd_sc_hd__xnor2_1 8.0%, sky130_fd_sc_hd__fa_1 7.7%, sky130_fd_sc_hd__nor2_1 4.7%, sky130_fd_sc_hd__inv_1 4.6%'
CTS-HOLD-FIX-BUFFERS=0
PWR-SHARE-CLK=0.171
VDD_IR_DROP_MAX_mV=0.0259
PWR_DENSITY_CELL_mW_PER_MM2=60.6
YOSYS-STAT-CELLS=466
DIE_W_UM=112
ROUTED-WL-MET3_UM=417
CLOCK_PATH_BUFFERS=2
FILLER_FREE_CELL_COUNT_OF_THE_FINISHED_DESIGN=629
POST-ROUTE-MIN-PERIOD_PS=14430
CTS.ROOT.BUFFER_CELL='sky130_fd_sc_hd__clkbuf_16'
area by class of cell:
| class | instances | area [um^2] | share of cell area |
|---|---|---|---|
| clock buffer | 3 | 75.1 | 0.0181 |
| inverter | 44 | 165 | 0.0399 |
| multi-input combinational | 397 | 3230 | 0.779 |
| sequential | 8 | 160 | 0.0387 |
| tap | 143 | 179 | 0.0432 |
| timing repair buffer | 34 | 335 | 0.0810 |
kinds of logic (layout without fill, tap and decap cells):
logic type,after synthesis,after routing,share of synthesized area
mux,12,12,0.0380
buf+inv,61,81,0.0666
compound gates,126,126,0.245
fa+ha+maj,88,88,0.333
xor+xnor,42,42,0.102
flops,8,8,0.0442
simple gates,129,129,0.172
synth_stat cells (all sizes together) (6+ instances only):
cell	number
o21a	13
clkbuf	14
fa	14
ha	74
nand2	32
mux2	8
o21ai	22
inv	44
nand3	6
o211ai	11
dfxtp	8
and2	8
or3	6
a21o	8
xor2	9
xnor2	33
a21oi	32
nor3	10
nor2b	6
nor2	45
power by group through the flow:
stage         Combinational (mW)  Clock [mW]  Sequential, mW
global route               0.211      0.0446          0.0214
finish                     0.187      0.0429          0.0213
CTS                        0.187      0.0434          0.0213
routing by layer:
metal / up-vias / global-route usage
met5: - / 0
met4: 0 / 0.0162
met3: 2 / 0.00997
met2: 73 / 0.280
met1: 1507 / 0.259
li1: 1703 / -
worst max-delay path, delay by kind of cell:
kind	cells	cell delay (ps)
and+or+nand+nor	7	620
adders and majority gates	8	2600
buffers and inverters	6	1590
muxes	1	410
AOI/OAI and AO/OA	24	6190
worst paths after layout:
path	from	endpoint	slack [ps]
hold reg to reg	alu_out_reg[4]$_SDFFE_PP0P_	alu_out_reg[4]$_SDFFE_PP0P_	450
setup reg to reg	alu_out_reg[7]$_SDFFE_PP0P_	alu_out_reg[7]$_SDFFE_PP0P_	14530
setup / recovery	rt[0]	alu_out_reg[0]$_SDFFE_PP0P_	1070
hold / removal	alu_out_reg[4]$_SDFFE_PP0P_	alu_out_reg[4]$_SDFFE_PP0P_	450
stage by stage:
| step | worst slack [ps] | hold slack, ps | area, um^2 | power, mW | util |
|---|---|---|---|---|---|
| 2_1_floorplan | 2740 | 411 | 3620 | 0.164 | - |
| 3_3_place_gp | 1110 | 439 | 4060 | 0.208 | 0.350 |
| 3_5_place_dp | 695 | 447 | 4060 | 0.207 | 0.350 |
| 4_1_cts | 910 | 453 | 4140 | 0.252 | 0.356 |
| 5_1_grt | 92.6 | 471 | 4140 | 0.277 | 0.356 |
| 6_report | 1070 | 448 | 4140 | 0.251 | 0.356 |
Power is estimated from default activity; no workload was simulated.
